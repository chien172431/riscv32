==> design.v <==
module instruction_fetch (
  input                 clk         ,  
  input                 reset_n     ,  
  input         [31:0]  pc_branch   ,  
  input                 pc_write    ,
  input                 branch      ,
  input                 pc_src      ,
  input                 br_eq       ,
  input                 IF_ID_write ,
  input                 IF_flush    ,
  output logic  [31:0]  IF_ID_pc    ,
  output logic  [31:0]  IF_ID_inst  
);
logic [31:0] pc_next;
logic [31:0] pre_pc;
logic [31:0] pc_ff;
logic [31:0] pc;
logic [31:0] inst;
always_comb begin : proc_pc_selection
  pc_next  = pc_ff + 32'h0004;
  pre_pc   = pc_src ? pc_branch : pc_next;
  pc       = pc_write ? pre_pc : pc_ff;
end
always_ff @(posedge clk or negedge reset_n) begin : proc_pc_ff
  if(~reset_n) begin
    pc_ff <= 0;
  end 
  else if(pc_write) begin
    pc_ff <= pre_pc;
  end
  else begin
    pc_ff <= pc_ff;
  end
end
localparam [31:0] NONE     = 32'h0000,     
                  INST1   = 32'h0004,  
                  INST2   = 32'h0008,  
                  INST3   = 32'h000C,  
                  INST4   = 32'h0010,  
                  INST5   = 32'h0014,  
                  INST6   = 32'h0018,  
                  INST7   = 32'h001C,  
                  INST8   = 32'h0020,  
                  INST9   = 32'h0024,  
                  INST10  = 32'h0028,  
                  INST11  = 32'h002C,  
                  INST12  = 32'h0030,  
                  INST13  = 32'h0034,  
                  INST14  = 32'h0038,  
                  INST15  = 32'h003C,  
                  INST16  = 32'h0040,  
                  INST17  = 32'h0044,  
                  INST18  = 32'h0048,  
                  INST19  = 32'h004C,  
                  INST20  = 32'h0050,  
                  INST21  = 32'h0054,  
                  INST22  = 32'h0058;  
always_comb begin : proc_instruction_memory
  case (pc)
    NONE: inst = 32'b00000000000000000000000000000000;
    INST1   : inst = 32'b0000000_01110_01100_000_01000_0110011;
    INST2   : inst = 32'b0100000_01000_01100_000_01010_0110011;
    INST3   : inst = 32'b111111001110_01010_000_01111_0010011;
    INST4   : inst = 32'b000000001000_00010_010_01110_0000011;
    INST5   : inst = 32'b0000000_01110_10011_000_00101_0110011;
    INST6   : inst = 32'b0000000_01110_00010_010_00100_0100011;
    INST7   : inst = 32'b0_000000_01010_00001_000_1100_0_1100011;
    INST8   : inst = 32'b000000010100_00101_010_00111_0000011;
    INST9   : inst = 32'b000000000010_01011_000_00111_0010011;
    INST10  : inst = 32'b000000000111_00101_010_01100_0100011;
    INST11  : inst = 32'b0100000_00111_01011_000_00010_0110011;
    INST12  : inst = 32'b0000000_00011_00101_111_01110_0110011;
    INST13  : inst = 32'b000000001110_00101_010_10000_0100011;
    INST14  : inst = 32'b0_000000_01110_00001_000_1100_0_1100011;
    INST15  : inst = 32'b0000000_01110_01100_000_01000_0110011;
    INST16  : inst = 32'b0100000_01000_01100_000_01010_0110011;
    INST17  : inst = 32'b111111001110_01010_000_01111_0010011;
    INST18  : inst = 32'b000000001000_00010_010_01110_0000011;
    INST19  : inst = 32'b0000000_01110_10011_000_00101_0110011;
    INST20  : inst = 32'b000000001010_00010_010_01110_0000011;
    INST21  : inst = 32'b0_000000_01110_00001_000_1100_0_1100011;
    INST22  : inst = 32'b0000000_01110_01100_000_01111_0110011;
    default : inst = 32'b0;
  endcase
end
always_ff @(posedge clk or negedge reset_n) begin : proc_IF_ID_Register
  if(~reset_n) begin
     IF_ID_pc   <= 0;
     IF_ID_inst <= 0;
  end 
  else if(IF_flush) begin
    IF_ID_pc   <= 0;
    IF_ID_inst <= 0;
  end
  else if (~IF_ID_write) begin
    IF_ID_pc   <= IF_ID_pc;
    IF_ID_inst <= IF_ID_inst;
  end
  else begin
    IF_ID_pc   <= pc  ;
    IF_ID_inst <= inst;
  end
end
endmodule : instruction_fetch
==> run.sh <==
#!/bin/bash
# OpenROAD 26Q1-2900-gdf79404cd8, Yosys 0.63+post, stock flow scripts
make -C /OpenROAD-flow-scripts/flow DESIGN_CONFIG=/design/flow/config.mk WORK_HOME=/design/flow/orfs finish
==> config.mk <==
export PLATFORM = sky130hd
export DESIGN_NAME = instruction_fetch
export DESIGN_NICKNAME = instruction_fetch
export VERILOG_FILES = /design/flow/design.v
export SDC_FILE = /design/flow/constraint.sdc
export NUM_CORES = 4
export LEC_CHECK = 1
export CORE_UTILIZATION = 40
==> constraint.sdc <==
current_design instruction_fetch

set clk_period 13.0
set clk_io_pct 0.2

create_clock -name clk0 -period $clk_period [get_ports {clk}]

set non_clock_inputs [all_inputs -no_clocks]
set_input_delay [expr $clk_period * $clk_io_pct] -clock clk0 $non_clock_inputs
set_output_delay [expr $clk_period * $clk_io_pct] -clock clk0 [all_outputs]
==> run_summary.xml <==
<?xml version="1.0" encoding="UTF-8"?>
<metrics>
  <group name="global_routing">
    <metric name="grt_max_degree" unit="">47</metric>
    <metric name="gr-usage-all-layers" unit="">0.246</metric>
    <metric name="grt_pass1_vias" unit="">4646</metric>
    <metric name="grt_antenna_before_repair" unit="">0</metric>
    <metric name="grt_first_pass_wirelength" unit="um">25000</metric>
    <metric name="globalRouteOverflowTotal" unit="">0</metric>
  </group>
  <group name="final_layout">
    <metric name="num-fill-cells" unit="">1200</metric>
    <metric name="layout-area-overhead-vs-synth" unit="%">24.6</metric>
    <metric name="layout-drive-gt1-share" unit="">0.0906</metric>
    <metric name="design_area" unit="um^2">6510</metric>
  </group>
  <group name="logic_synthesis">
    <metric name="dominantRegCellSynth" unit="">dfrtp_1</metric>
    <metric name="ys_cells" unit="">585</metric>
    <metric name="ys_chip_area" unit="um^2">5220</metric>
    <metric name="netlist.top_cell.by_area" unit="">dfrtp_1</metric>
    <metric name="mappedNetlistArea" unit="um^2">5220</metric>
    <metric name="edff_count_synth" unit="">0</metric>
    <metric name="post_synthesis_average_cell_area" unit="um^2">8.93</metric>
    <metric name="synth.lib_cells_used.distinct" unit="">73</metric>
    <metric name="yosys_register_bits" unit="">87</metric>
    <metric name="asyncSetResetFlopFracSynth" unit="">1.00</metric>
    <metric name="yosys_warnings" unit="">1</metric>
    <metric name="synth_largest_type_area_fraction" unit="">0.417</metric>
    <metric name="post_synth_main_area_contributors" unit="">dfrtp_1 (42%), mux2i_1 (6.9%), nor2_1 (5.5%)</metric>
    <metric name="synth_seq_share" unit="">0.417</metric>
    <metric name="synthesis.instances" unit="">585</metric>
  </group>
  <group name="timing">
    <metric name="layout_worst_path_cycle_share" unit="">0.456</metric>
    <metric name="period_minus_ws_final" unit="ps">5930</metric>
    <metric name="tightestPinTransition" unit="ps">689</metric>
    <metric name="hold_viol_final" unit="">0</metric>
    <metric name="report.final.slew_viol_count" unit="">0</metric>
    <metric name="timing.clock.skew" unit="ps">6.34</metric>
    <metric name="grt_setup_unrepaired" unit="">false</metric>
    <metric name="fin_tns_setup" unit="ps">0</metric>
    <metric name="timing.final.setup_violations" unit="">0</metric>
    <metric name="maxClockFrequency" unit="GHz">0.169</metric>
    <metric name="worst_slew_slack_as_a_fraction_of_its_limit" unit="">0.539</metric>
  </group>
  <group name="status">
    <metric name="run_status" unit="">finished, final reports clean</metric>
  </group>
  <group name="critical_path">
    <metric name="crit_path_cell_trace" unit="">clkdlybuf4s50_1 -&gt; buf_4 -&gt; nor2b_1 -&gt; nand3_1 -&gt; o311a_1 -&gt; or4b_1 -&gt; nor4_1 -&gt; and4_1 -&gt; nand4b_4 -&gt; o21ai_0</metric>
    <metric name="r2r_slack" unit="ps">9320</metric>
    <metric name="reg2regPathDepth" unit="">9</metric>
    <metric name="critical_path.slowest_cell" unit="">or4b_1</metric>
    <metric name="crit_path_end_kind" unit="">flop</metric>
    <metric name="critical_path.max_fanout" unit="">38</metric>
    <metric name="timing.critical_path.from_type" unit="">input pin</metric>
    <metric name="timing.critical_path.arrival" unit="ps">6190</metric>
    <metric name="crit_type" unit="">input pin to flop</metric>
    <metric name="worst_r2r_startpoint" unit="">pc_ff[2]$_DFF_PN0_</metric>
    <metric name="timing.critical_path.slowest_cell_delay" unit="ps">530</metric>
    <metric name="required_time_reported_for_the_critical_path_endpoint" unit="ps">13260</metric>
    <metric name="regToRegEndpoint" unit="">IF_ID_inst[1]$_DFFE_PN0P_</metric>
  </group>
  <group name="clock_network">
    <metric name="cts_made_buffers" unit="">9</metric>
    <metric name="cts_root_buf" unit="">clkbuf_16</metric>
    <metric name="worst_skew_pair_latency" unit="ps">350</metric>
    <metric name="postCtsResizedCells" unit="">0</metric>
    <metric name="htree_num_levels" unit="">3</metric>
    <metric name="clk_pin_slew_worst_paths" unit="ps">60</metric>
    <metric name="cts_hold_buffers" unit="">0</metric>
    <metric name="cts_num_sinks" unit="">87</metric>
    <metric name="cts_setup_buffers" unit="">0</metric>
    <metric name="clock_tree_from_tritoncts" unit="">yes</metric>
    <metric name="clockBufferDepth" unit="">2</metric>
  </group>
  <group name="floorplan">
    <metric name="die_area" unit="um^2">13500</metric>
    <metric name="num_rows" unit="">41</metric>
    <metric name="floorplan.io_pins" unit="">104</metric>
    <metric name="floorplan.core_area" unit="um^2">12700</metric>
    <metric name="die_y" unit="um">116</metric>
    <metric name="floorplan.initialDensity" unit="">0.412</metric>
    <metric name="floorplan.die.width" unit="um">116</metric>
  </group>
  <group name="route">
    <metric name="detail_route.vias_per_cell" unit="">5.72</metric>
    <metric name="diode_insertion_count_for_antenna_repair" unit="">0</metric>
    <metric name="drt_pass1_iterations" unit="">5</metric>
    <metric name="first_iter_violations" unit="">363</metric>
    <metric name="wirelength_routed" unit="um">15500</metric>
    <metric name="wl_per_cell" unit="um">18.6</metric>
    <metric name="number_of_drc_violations_after_detailed_routing" unit="">0</metric>
    <metric name="detailroute.via_count" unit="">4774</metric>
    <metric name="antenna_left" unit="">0</metric>
  </group>
  <group name="hold_path">
    <metric name="worst_hold_path_type" unit="">flop to flop</metric>
    <metric name="number_of_cells_on_the_worst_hold_path" unit="">2</metric>
    <metric name="worst_hold_path.endpoint" unit="">IF_ID_inst[15]$_DFFE_PN0P_</metric>
    <metric name="worst_hold_startpoint" unit="">IF_ID_inst[15]$_DFFE_PN0P_</metric>
  </group>
  <group name="power_and_ir_drop">
    <metric name="total_power" unit="uW">797</metric>
    <metric name="worst_ir_drop_vdd" unit="mV">0.0611</metric>
    <metric name="power_per_cell_area" unit="nW/um^2">123</metric>
    <metric name="p_leak" unit="uW">0.00274</metric>
  </group>
  <group name="placed_design">
    <metric name="gp_congestion" unit="">0.939</metric>
    <metric name="place_area" unit="um^2">6220</metric>
    <metric name="place.port_buffers" unit="">98</metric>
    <metric name="detail_placement_hpwl" unit="um">10900</metric>
  </group>
  <group name="run">
    <metric name="cap_violations" unit="">0</metric>
    <metric name="log.warning_count" unit="">27</metric>
  </group>
</metrics>
-- cell families after synthesis --
group	count (synthesis)	share of synthesized area
AND-OR/OR-AND	134	0.185
XOR/XNOR	4	0.00671
adder cells (fa/ha/maj)	1	0.00240
buffers and inverters	58	0.0597
flip-flops	87	0.417
multiplexers	39	0.0755
other	1	0.000718
AND/OR/NAND/NOR	261	0.253
-- how the worst max path moves through the flow --
stage | from | end | cells past startpoint | slack [ps]
4_1_cts | pc_write | IF_ID_inst[1]$_DFFE_PN0P_ | 10 | 7070
6_report | pc_write | IF_ID_inst[1]$_DFFE_PN0P_ | 10 | 7070
5_1_grt | pc_write | IF_ID_inst[21]$_DFFE_PN0P_ | 11 | 6820
-- sequential cells by signal, indices dropped and copies added, names as in the netlist --
signal      count
IF_ID_inst     23
IF_ID_pc       32
pc_ff          32
-- Yosys cell counts (6+ instances only) --
cell,number
nor2_1,77
inv_1,6
nor3_1,21
a21oi_1,15
buf_1,6
buf_4,15
nor2b_1,6
and2_1,6
buf_2,12
a311oi_1,8
nand3_1,25
nand2_1,67
mux2i_1,36
nor4_1,12
o21ai_2,18
clkbuf_1,13
o22ai_1,14
o21ai_0,22
and3_1,9
nand4_1,13
dfrtp_1,87
-- report_power, final --
group / leakage [uW] / switching (uW) / total [uW] / internal, uW
clock network: 0.000137 / 110 / 260 / 150
registers: 0.00112 / 32.2 / 328 / 296
logic: 0.00148 / 122 / 209 / 87.3
-- metal layers --
metal | up-vias | wire, um | GRT usage
li1 | 2294 | - | -
met1 | 2310 | 7520 | 0.400
met2 | 153 | 6820 | 0.362
met3 | 17 | 922 | 0.0439
met4 | 0 | 224 | 0.0333
met5 | - | 0 | 0
-- stage by stage --
| step | cells | setup slack (ps) | hold slack [ps] | util |
|---|---|---|---|---|
| detailed placement | 818 | 6730 | 471 | 0.491 |
| finish | 834 | 7070 | 483 | 0.514 |
| CTS | 834 | 7070 | 489 | 0.514 |
| global route | 834 | 6820 | 507 | 0.514 |
| floorplan | 587 | 8160 | 426 | - |
| global placement | 818 | 6720 | 465 | 0.491 |
-- area by class of cell --
class / instances / area (um^2) / share of cell area
well taps: 172 / 215 / 0.0331
repair buffers: 108 / 1050 / 0.161
clock buffers: 12 / 236 / 0.0363
multi-input cells: 442 / 2740 / 0.421
inverters: 9 / 33.8 / 0.00519
flip-flops and latches: 87 / 2180 / 0.335
clock inverters: 4 / 55.1 / 0.00846
-- worst max-delay path: cells and delay by family --
| family | cells | cell delay, ps |
|---|---|---|
| AND-OR/OR-AND | 2 | 570 |
| buffers and inverters | 2 | 820 |
| AND/OR/NAND/NOR | 6 | 2170 |
-- cell usage in the layout (no fill, tap or decap), types with 6 or more instances in the layout --
cell type / Yosys / final
and2_1: 6 / 6
nor2b_1: 6 / 6
dfrtp_1: 87 / 87
nand3_1: 25 / 25
and3_1: 9 / 9
mux2i_1: 36 / 36
clkbuf_16: 0 / 9
a311oi_1: 8 / 8
a21oi_1: 15 / 15
nand4_1: 13 / 13
nor3_1: 21 / 21
buf_4: 15 / 11
nor2_1: 77 / 77
nand2_1: 67 / 67
o22ai_1: 14 / 14
o21ai_0: 22 / 22
nor4_1: 12 / 12
o21ai_2: 18 / 18
clkdlybuf4s50_1: 0 / 96
inv_1: 6 / 6
No activity file was given, so power comes from the tool's default toggle rates.
